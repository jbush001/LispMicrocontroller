===== flow/design.v =====
`timescale 1us/1us
module arom
    #(parameter MEM_SIZE = 4096,
    parameter WORD_SIZE = 20,
    parameter ADDR_SIZE = 16,
    parameter INIT_FILE="")
    (input [ADDR_SIZE - 1:0] addr_i,
    output [WORD_SIZE - 1:0] value_o);
    reg[WORD_SIZE - 1:0] data[0:MEM_SIZE];
    initial
        $readmemh(INIT_FILE, data);
    assign value_o = data[addr_i];
endmodule
module display_controller(
    input               clk,
    output              hsync_o,
    output              vsync_o,
    output [3:0]        red_o,
    output [3:0]        green_o,
    output [3:0]        blue_o,
    input               register_write_i,
    input [11:0]        register_index_i,
    input [15:0]        register_write_value_i,
    output              in_vblank_o,
    output reg[5:0]     collision_o);
    wire[9:0] raster_x_native;
    wire[9:0] raster_y_native;
    wire[9:0] raster_x;
    wire[9:0] raster_y;
    wire in_visible_region;
    wire[11:0]     sprite0_address;
    wire[11:0]     sprite1_address;
    wire[11:0]     sprite2_address;
    wire[11:0]     sprite3_address;
    wire sprite0_active;
    wire sprite1_active;
    wire sprite2_active;
    wire sprite3_active;
    vga_timing_generator vtg(
        .clk(clk),
        .vsync_o(vsync_o),
        .hsync_o(hsync_o),
        .in_visible_region(in_visible_region),
        .x_coord(raster_x_native),
        .y_coord(raster_y_native),
        .in_vblank(in_vblank_o));
    assign raster_x = { 1'b0, raster_x_native[9:1] };
    assign raster_y = { 1'b0, raster_y_native[9:1] };
    sprite_detect #(3) sprite0(
        .clk(clk),
        .raster_x(raster_x),
        .raster_y(raster_y),
        .register_write_i(register_write_i),
        .register_index_i(register_index_i),
        .register_write_value_i(register_write_value_i),
        .sprite_active(sprite0_active),
        .sprite_address(sprite0_address));
    sprite_detect #(7) sprite1(
        .clk(clk),
        .raster_x(raster_x),
        .raster_y(raster_y),
        .register_write_i(register_write_i),
        .register_index_i(register_index_i),
        .register_write_value_i(register_write_value_i),
        .sprite_active(sprite1_active),
        .sprite_address(sprite1_address));
    sprite_detect #(11) sprite2(
        .clk(clk),
        .raster_x(raster_x),
        .raster_y(raster_y),
        .register_write_i(register_write_i),
        .register_index_i(register_index_i),
        .register_write_value_i(register_write_value_i),
        .sprite_active(sprite2_active),
        .sprite_address(sprite2_address));
    sprite_detect #(14) sprite3(
        .clk(clk),
        .raster_x(raster_x),
        .raster_y(raster_y),
        .register_write_i(register_write_i),
        .register_index_i(register_index_i),
        .register_write_value_i(register_write_value_i),
        .sprite_active(sprite3_active),
        .sprite_address(sprite3_address));
    reg[11:0] sprite_addr = 0;     
    always @*
    begin
        if (sprite0_active)
            sprite_addr = sprite0_address;
        else if (sprite1_active)
            sprite_addr = sprite1_address;
        else if (sprite2_active)
            sprite_addr = sprite2_address;
        else  
            sprite_addr = sprite3_address;
    end
    reg[5:0] collision = 0;
    reg in_vblank_latched = 0;
    always @(posedge clk)
    begin
        in_vblank_latched <= in_vblank_o;
        if (in_vblank_o & ~in_vblank_latched)
        begin
            collision <= 0;
            collision_o <= collision;
        end
        else
        begin
            collision <= collision | {
                sprite0_active & sprite1_active,
                sprite0_active & sprite2_active,
                sprite0_active & sprite3_active,
                sprite1_active & sprite2_active,
                sprite1_active & sprite3_active,
                sprite2_active & sprite3_active
            };
        end
    end
    wire[11:0] sprite_color;
    wire[3:0] sprite_color_index;
    arom #(4096, 4, 12, "sprites.hex") sprite_rom(
        .addr_i(sprite_addr),
        .value_o(sprite_color_index));
    arom #(16, 12, 4, "palette.hex") palette_rom(
        .addr_i(sprite_color_index),
        .value_o(sprite_color));
    wire sprite_is_active = sprite0_active || sprite1_active;
    reg[11:0] output_color = 0;
    assign { red_o, green_o, blue_o } = output_color;
    always @*
    begin
        if (in_visible_region)
        begin
            if (sprite_is_active && sprite_color_index != 0)
                output_color = sprite_color;
            else
                output_color = 12'b000000000100;     
        end
        else
            output_color = 12'd0;
    end
endmodule
module sprite_detect
    #(parameter BASE_INDEX = 0)
    (input              clk,
    input [9:0]         raster_x,
    input [9:0]         raster_y,
    input               register_write_i,
    input [11:0]        register_index_i,
    input [15:0]        register_write_value_i,
    output              sprite_active,
    output [11:0]       sprite_address);
    reg[9:0] sprite_x = 0;
    reg[9:0] sprite_y = 0;
    reg[3:0] sprite_shape = 0;
    reg sprite_enable = 0;
    wire[9:0] sprite_x_offset = raster_x - sprite_x;
    wire[9:0] sprite_y_offset = raster_y - sprite_y;
    assign sprite_active = sprite_enable && sprite_x_offset[9:4] == 0 && sprite_y_offset[9:4] == 0;
    assign sprite_address = { sprite_shape, sprite_y_offset[3:0], sprite_x_offset[3:0] };
    always @(posedge clk)
    begin
        if (register_write_i)
        begin
            case (register_index_i)
                BASE_INDEX: sprite_x <= register_write_value_i[9:0];
                BASE_INDEX + 1: sprite_y <= register_write_value_i[9:0];
                BASE_INDEX + 2: sprite_shape <= register_write_value_i[3:0];
                BASE_INDEX + 3: sprite_enable <= register_write_value_i != 0;
            endcase
        end
    end
endmodule
module vga_timing_generator(
    input           clk,
    output reg      vsync_o = 0,
    output reg      hsync_o = 0,
    output          in_visible_region,
    output [9:0]    x_coord,
    output [9:0]    y_coord,
    output          in_vblank);
    parameter HSYNC_START = 16;                         
    parameter HSYNC_END = HSYNC_START + 96;
    parameter HVISIBLE_START = HSYNC_END + 48;         
    parameter HVISIBLE_END = HVISIBLE_START + 640;
    parameter VSYNC_START = 10;                         
    parameter VSYNC_END = VSYNC_START + 2;
    parameter VVISIBLE_START = VSYNC_END + 33;         
    parameter VVISIBLE_END = VVISIBLE_START + 480;
    reg hvisible = 0;
    reg vvisible = 0;
    reg[9:0] horizontal_counter = 0;
    reg[9:0] vertical_counter = 0;
    assign in_visible_region = hvisible && vvisible;
    assign in_vblank = !vvisible;
    wire hvisible_end = horizontal_counter == HVISIBLE_END;
    wire vvisible_end = vertical_counter == VVISIBLE_END;
    assign x_coord = horizontal_counter - HVISIBLE_START;
    assign y_coord = vertical_counter - VVISIBLE_START;
    always @(posedge clk)
    begin
        if (hvisible_end)
        begin
            horizontal_counter <= 0;
            hvisible <= 0;
            if (vvisible_end)
            begin
                vvisible <= 0;
                vertical_counter <= 0;
            end
            else
                vertical_counter <= vertical_counter + 1;
        end
        else
            horizontal_counter <= horizontal_counter + 1;
        if (vertical_counter == VSYNC_START)
            vsync_o <= 0;
        else if (vertical_counter == VSYNC_END)
            vsync_o <= 1;
        else if (vertical_counter == VVISIBLE_START)
            vvisible <= 1;
        if (horizontal_counter == HSYNC_START)
            hsync_o <= 0;
        else if (horizontal_counter == HSYNC_END)
            hsync_o <= 1;
        else if (horizontal_counter == HVISIBLE_START)
            hvisible <= 1;
    end
endmodule

===== flow/run.sh =====
#!/bin/bash
# OpenROAD 26Q1-2900-gdf79404cd8, Yosys 0.63+post, stock flow scripts
make -C /OpenROAD-flow-scripts/flow DESIGN_CONFIG=/design/flow/config.mk WORK_HOME=/design/flow/orfs finish

===== flow/config.mk =====
export PLATFORM = sky130hd
export DESIGN_NAME = display_controller
export DESIGN_NICKNAME = display_controller
export VERILOG_FILES = /design/flow/design.v
export SDC_FILE = /design/flow/constraint.sdc
export NUM_CORES = 4
export LEC_CHECK = 1
export CORE_UTILIZATION = 50
export SYNTH_HDL_FRONTEND = slang
export SYNTH_MEMORY_MAX_BITS = 65536

===== flow/constraint.sdc =====
current_design display_controller

set clk_period 4.1
set clk_io_pct 0.2

create_clock -name clk0 -period $clk_period [get_ports {clk}]

set non_clock_inputs [all_inputs -no_clocks]
set_input_delay [expr $clk_period * $clk_io_pct] -clock clk0 $non_clock_inputs
set_output_delay [expr $clk_period * $clk_io_pct] -clock clk0 [all_outputs]

==> deck_impl_summary.md <==
Physical Implementation Snapshot

Detailed routing
  – Routed wire length: 16220 um
  – DRC viols: 0
  – ANT cells: 0
  – Post-detailed-route count of antenna-violating nets: 0
  – 1st-iter DRT viols: 321
  – Drt pass-1 iters: 4
  – Routed len/inst: 16.93 um
  – Via Count: 5272
  – DR vias/cell: 5.503

Power
  – Power Internal: 2306 uW
  – Leak pwr: 0.003583 uW
  – Clock power share: 0.520
  – Tot Pwr: 2877 uW
  – Logic pwr share: 0.019
  – Peak supply drop: 0.3685 mV
  – Flop pwr share: 0.461
  – Switching Fraction: 0.1985
  – P per Cell Area: 333.9 mW/mm2
  – Net Switching: 570.9 uW

Placed design
  – Worst slack, placed: 0.3618 ns
  – DP HPWL: 12130 um
  – Port-buffer cells: 39
  – Final Wtd Congestion: 0.9386

STA
  – Total Negative Setup Slacks: 0 ns
  – Skew final: 0.005487 ns
  – Final worst slack: 0.3135 ns
  – RSZ-0062 raised after global routing: no
  – Max Slew Vio Count: 0
  – Final setup fails: 0
  – Fin. Hold Viols: 0
  – Fin crit share: 0.9235
  – Fmax: 264.1 MHz
  – Slew @ Worst Pin: 0.8447 ns
  – Tmin final: 3.786 ns
  – WHS: 0.4498 ns
  – Max_slew headroom: 0.4348

Synthesis
  – Register share after synthesis: 0.4648
  – Cell area leaders: edfxtp_1 41%, ha_1 12%, dfxtp_1 5.7%
  – Netlist Area Pre-Place: 0.007365 mm2
  – Cell Type Count: 77
  – Yosys Chip Area: 0.007365 mm2
  – Mapped Cells: 704
  – Yosys warns: 0
  – Top FF cell, synth: edfxtp_1
  – Mean Syn Cell Area: 10.46 um2
  – Yosys Instances: 704
  – Yosys top cell by area: edfxtp_1
  – Top cell area share: 0.4077
  – Post-synth EDFFs: 100
  – Synth cell count leaders: 100 x edfxtp_1, 89 x inv_1, 72 x ha_1
  – Synth flops: 121
  – Most frequent cell after synthesis: edfxtp_1
  – Ys async rst share: 0

Clock tree
  – Post-CTS Setup Bufs: 0
  – # resized after CTS: 0
  – Reg clk slew, reported paths: 0.06 ns
  – Clock Sinks: 121
  – H-tree depth: 4
  – CTS tree: yes
  – Cts bufs inserted: 17
  – Root Driver: clkbuf_16
  – Cts-stage hold buffer count: 0
  – Clock Path Buffers: 2
  – Clk latency late pin: 0.41 ns

Global route
  – Global route total overflow: 0
  – Vias in the first global route: 4936
  – GRT Total Usage: 0.2423
  – Initial antenna violation count: 0
  – Largest net degree at the start of global routing: 19
  – First-pass GRT wire length: 25760 um

Worst setup path
  – Reg-to-reg startpoint: vtg.vertical_counter[0]$_SDFFCE_PP0N_
  – CP required: 4.45 ns
  – Critical path origin: vtg.vertical_counter[0]$_SDFFCE_PP0N_
  – R2R depth: 13
  – Critical path startpoint category: register
  – Arr. time, crit path: 4.14 ns
  – CP max FO: 6
  – Worst setup path class: reg2reg
  – R2R Setup Slk: 0.31 ns
  – CP Capture Type: register
  – Worst reg2reg endpoint: collision[5]$_SDFF_PP0_
  – Worst setup endpoint: collision[5]$_SDFF_PP0_

Floorplan
  – Num rows: 43
  – CORE AREA: 0.01415 mm2
  – Die H: 123.4 um
  – Die X: 123.4 um
  – Die Area: 0.01522 mm2
  – IO Pins: 51
  – Floorplan utilization: 0.5205

Layout
  – Share of cells above drive strength 1: 0.08483
  – P&R area growth vs syn: 17.01%

Job
  – Max Cap Viol: 0
  – Tool warning count: 30

Worst hold path
  – Hold Crit Class: reg2reg

Outcome
  – Status: completed
## layout by cell type (no fill, tap or decap), types with 19 or more instances in the layout
cell type / instances
edfxtp_1: 100
inv_1: 89
ha_1: 72
nor2_1: 52
nand2_1: 43
clkdlybuf4s50_1: 39
a21oi_1: 36
xnor2_1: 22
dfxtp_1: 21
xor2_1: 20
nand3_1: 19
o21ai_0: 19
## power groups by stage
stage         Sequential [uW]  Clock, uW  Combinational, uW
CTS                      1330       1520               54.6
finish                   1330       1500               53.4
global route             1330       1580               58.2
## worst max-delay path, cell delays in order, from the launching register on
cell and delay (ns):
edfxtp_1 0.47, inv_1 0.14, ha_1 0.23, nor2b_1 0.08, o21ai_0 0.26, xor2_1 0.43, ha_1 0.37, and3_1 0.20
a211oi_1 0.47, mux2_2 0.40, a311oi_2 0.21, and4_1 0.25, a41oi_1 0.12, nor2_1 0.10
## cell type report
class                      count  area (um2)
clock buffer                  17       425.4
clock inverter                14       173.9
fill                        1118        5533
inverter                      89       334.1
multi-input combinational    484        3540
sequential                   121        3423
tap                          180       225.2
timing repair buffer          53       495.5
## flip-flops by register name, indices dropped and copies added, names as in the netlist, 6 cells and up
signal,cells
sprite2.sprite_x,10
sprite1.sprite_x,10
collision,6
vtg.horizontal_counter,10
sprite0.sprite_y,10
sprite3.sprite_y,10
sprite2.sprite_y,10
sprite0.sprite_x,10
sprite1.sprite_y,10
collision_o,6
sprite3.sprite_x,10
vtg.vertical_counter,10
## layer usage
metal,global-route usage,wire length (um),vias up
met5,0,0,-
met4,0.03916,297,0
met3,0.08427,1229,18
met2,0.3376,6841,158
met1,0.3930,7849,2422
li1,-,-,2674
## cells by family (layout without fill, tap and decap cells)
family	Yosys count	count (layout)	synth area share
compound gates	137	137	0.1317
xor+xnor	42	42	0.04995
fa+ha+maj	72	72	0.1223
buf+inv	109	173	0.06167
flops	121	121	0.4648
mux	10	10	0.01427
other cells	1	11	0.0005092
simple gates	212	212	0.1548
## worst min path at each step
stage,start,end,cells past startpoint
6_report,collision[3]$_SDFF_PP0_,collision_o[3]$_DFFE_PP_,0
5_1_grt,collision[3]$_SDFF_PP0_,collision_o[3]$_DFFE_PP_,0
4_1_cts,collision[3]$_SDFF_PP0_,collision_o[3]$_DFFE_PP_,0
## through the flow
stage,util,instance area [um2],instances
2_1_floorplan,-,7402,714
3_3_place_gp,0.5660,8009,927
3_5_place_dp,0.5660,8009,927
4_1_cts,0.6084,8608,958
5_1_grt,0.6090,8617,958
6_report,0.6090,8617,958
Power is estimated from default activity; no workload was simulated.
